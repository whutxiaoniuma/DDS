==> /design/flow/design.v <==
module amplitude_set(
	input				sys_clk		,
	input				sys_rst_n	,
	input				key2_in	,
	output	reg	[4:0]	amplitude	
	);
	reg	[2:0]	cnt			;
	wire		key_flag	;
	key_filter key_filter_inst(
    .sys_clk   (sys_clk),
    .sys_rst_n (sys_rst_n),
    .key_in    (key2_in),
    .key_flag  (key_flag)
    );
	always @(posedge sys_clk or negedge sys_rst_n) begin
		if (!sys_rst_n) begin
			cnt <= 3'd0;
		end
		else if (key_flag) begin
			if (cnt == 3'd3) begin
				cnt <= 3'd0;
			end
			else begin
				cnt <= cnt + 1'b1;
			end
		end
	end
	always @(posedge sys_clk or negedge sys_rst_n) begin
		if (!sys_rst_n) begin
			amplitude <= 0;			
		end
		else begin
			case(cnt)
				3'd0: amplitude <= 5'd1;
				3'd1: amplitude <= 5'd2;
				3'd2: amplitude <= 5'd4;
				3'd3: amplitude <= 5'd8;
				default:amplitude <= 5'd1;
			endcase
		end
	end
endmodule
`timescale  1ns/1ns
module  key_filter
#(
    parameter CNT_MAX = 20'd999_999  
)
(
    input   wire    sys_clk     ,    
    input   wire    sys_rst_n   ,    
    input   wire    key_in      ,    
    output  reg     key_flag         
);
reg     [19:0]  cnt_20ms    ;    
always@(posedge sys_clk or negedge sys_rst_n)
    if(sys_rst_n == 1'b0)
        cnt_20ms <= 20'b0;
    else    if(key_in == 1'b1)
        cnt_20ms <= 20'b0;
    else    if(cnt_20ms == CNT_MAX && key_in == 1'b0)
        cnt_20ms <= cnt_20ms;
    else
        cnt_20ms <= cnt_20ms + 1'b1;
always@(posedge sys_clk or negedge sys_rst_n)
    if(sys_rst_n == 1'b0)
        key_flag <= 1'b0;
    else    if(cnt_20ms == CNT_MAX - 1'b1)
        key_flag <= 1'b1;
    else
        key_flag <= 1'b0;
endmodule
==> /design/flow/run.sh <==
#!/bin/bash
# OpenROAD 26Q1-2900-gdf79404cd8, Yosys 0.63+post, stock flow scripts
make -C /OpenROAD-flow-scripts/flow DESIGN_CONFIG=/design/flow/config.mk WORK_HOME=/design/flow/orfs finish
==> /design/flow/config.mk <==
export PLATFORM = sky130hd
export DESIGN_NAME = amplitude_set
export DESIGN_NICKNAME = amplitude_set
export VERILOG_FILES = /design/flow/design.v
export SDC_FILE = /design/flow/constraint.sdc
export NUM_CORES = 4
export LEC_CHECK = 1
export CORE_UTILIZATION = 30
==> /design/flow/constraint.sdc <==
current_design amplitude_set

set clk_period 3.4
set clk_io_pct 0.2

create_clock -name clk0 -period $clk_period [get_ports {sys_clk}]

set non_clock_inputs [all_inputs -no_clocks]
set_input_delay [expr $clk_period * $clk_io_pct] -clock clk0 $non_clock_inputs
set_output_delay [expr $clk_period * $clk_io_pct] -clock clk0 [all_outputs]
==> Slide: Implementation Results <==
Key Metrics from the Run

Place
  • Placed Area: 1495 um^2
  • RePlAce Congestion: 0.8469
  • Post-DP HPWL: 1707 um
  • IO buf count: 6

Power and ir drop
  • Tot Pwr: 0.6166 mW
  • Gate power share: 0.032
  • P_sw: 0.1175 mW
  • Max IR drop VDD: 0.0002332 V
  • Sw Ratio: 0.1905
  • Seq pwr share: 0.551
  • Clock share of power: 0.417
  • Int Power: 0.4991 mW
  • Power Dens Cells: 393.6 nW/um^2
  • Leak Pwr: 0.6273 nW

Detailed routing
  • DR iter-0 viols: 44
  • DR vias/cell: 5.272
  • Antenna diode count: 0
  • DR DRC count: 0
  • Routed WL: 2479 um
  • Wire per inst: 12.71 um
  • Total number of vias: 1028
  • Drt first pass iters: 4
  • Post-DRT Antenna Nets: 0

Timing
  • Layout Skew: 0.001362 ns
  • TNS Setup: 0 ns
  • Final period utilization: 0.6442
  • Worst slew pin tran: 0.7000 ns
  • Fin crit period: 2.190 ns
  • RSZ-0062 raised after global routing: no
  • Final setup vio count: 0
  • F_max: 0.4566 GHz
  • Final Hold Fails: 0
  • Max Slew Vio Count: 0
  • Max-slew headroom: 0.5319

Clocking
  • Clock tree from TritonCTS: built
  • PostCTS Resize Cnt: 0
  • Sink Count: 28
  • Clock Path Buffers: 2
  • Hold bufs inserted after CTS: 0
  • CTS Buf Count: 3
  • Buffer count from post-CTS setup fixing: 0
  • Clk slew on worst S/H paths: 0.09 ns
  • Late-Pin Clk Latency: 0.27 ns
  • # H-tree levels: 1
  • Root Driver: clkbuf_8

Logic synthesis
  • Synthesized registers: 28
  • Post-synth ARST share: 1.000
  • Top cells, area: dfrtp_1 51%, ha_1 4.5%, a21oi_1 3.3%, nand3_1 2.9%, o21ai_0 2.9%
  • Number of enable flip-flop cells: 0
  • Ys flop type: dfrtp_1
  • Yosys stat area: 1385 um^2
  • Syn Std Cell Area: 1385 um^2
  • Synth Area per Inst: 10.11 um^2
  • Cell type with the largest total area: dfrtp_1
  • Ys Warns: 2
  • Mapped Cells: 137
  • Synth top area share: 0.5059
  • Synth Seq Share: 0.5059
  • Synth unique cells: 33
  • Yosys cell count: 137

Worst setup path
  • Arr. time, crit path: 2.37 ns
  • Reg2reg end: key_filter_inst.cnt_20ms[3]
  • CP Class: flip-flop to flip-flop
  • Startpoint types: flip-flop
  • Reg-to-reg slack, setup: 1.21 ns
  • Worst reg-to-reg path cell count: 4
  • Reg2Reg Launch Point: key_filter_inst.cnt_20ms[12]
  • Critical Path Fanout Max: 6
  • Setup crit end kind: flip-flop
  • Critical Path RT: 3.58 ns
  • CP startpoint: key_filter_inst.cnt_20ms[12]
  • Crit path to: key_filter_inst.cnt_20ms[3]

Die
  • Total die size: 4892 um^2
  • Die width: 69.95 um
  • Die extent in y: 69.95 um
  • Core Footprint: 4384 um^2
  • Fp util: 0.3159
  • Number of core rows: 24
  • Ports: 8

GRT
  • Largest net degree at the start of global routing: 29
  • Global-route wire length before repair: 4402 um
  • Vias in the first global route: 970
  • Initial antenna violation count: 0
  • Gr ovfl total: 0
  • GRT Total Usage: 0.1120

Final layout
  • Final instance area: 1567 um^2
  • Most frequent cells in the layout: 28 x dfrtp_1, 10 x nor2_1, 9 x a21oi_1, 8 x nand3_1, 8 x o21ai_0
  • Layout cell share with drive strength beyond 1: 0.06993
  • Area Growth Syn to Fin: 13.10%
  • Commonest Layout Cell: dfrtp_1
  • # fillers: 449

Run status
  • Outcome: finished, final reports clean

Flow run
  • Tool warnings: 28
  • Max-cap violations: 0

Worst hold path
  • Hold Path Class: flip-flop to flip-flop
  • Hold_sp: cnt[2]
[synth_stat cells, drive strengths merged, types with 3 or more instances]
cell type and instances:
dfrtp 28, nor2 10, a21oi 9, nand3 8
o21ai 8, nand2 7, nand4 6, or3 6
ha 5, nor2b 5, clkbuf 4, inv 4
nor3 4, xor2 4, a31oi 3, xnor2 3
[power groups by stage]
stage | clock network [mW] | logic [mW] | registers (mW)
finish | 0.257 | 0.0197 | 0.340
global route | 0.278 | 0.0235 | 0.340
CTS | 0.268 | 0.0207 | 0.340
[stage by stage]
stage               setup slack (ns)  hold slack (ns)  std cells    util
floorplan                      1.361           0.3844        137       -
global placement               1.153           0.4769        191  0.3410
detailed placement             1.114           0.4801        191  0.3410
CTS                            1.213           0.4965        195  0.3573
global route                   1.125           0.5289        195  0.3573
finish                         1.210           0.4940        195  0.3573
[state kept, by name, summed over array words and instances, names as in the netlist]
signal                    count
key_filter_inst.key_flag      1
amplitude                     4
key_filter_inst.cnt_20ms     20
cnt                           3
[cell type report]
cell class                 count  area, um^2  area share
sequential                    28       700.7      0.4473
timing repair buffer           7       67.56     0.04313
clock inverter                 1       30.03     0.01917
clock buffer                   3       41.29     0.02636
tap                           52       65.06     0.04153
multi-input combinational    100       646.9      0.4129
inverter                       4       15.01    0.009585
[cell families after synthesis]
family,Yosys count,synth area share
and+or+nand+nor,59,0.2439
DFF,28,0.5059
AOI/OAI and AO/OA,26,0.1156
buffers and inverters,9,0.02710
xor gates and xnor gates,7,0.04426
adders and majority gates,5,0.04517
muxes,2,0.01536
other,1,0.002707
[how the worst min path moves through the flow]
stage	to	slack (ns)	cells after the start
CTS	amplitude[1]	0.50	1
finish	amplitude[1]	0.49	1
global route	amplitude[1]	0.53	1
[worst max-delay path, stage by stage, from the launching register on]
cell	delay [ns]
dfrtp_1	0.44
or4b_1	0.56
or4_4	0.60
or2_4	0.30
a211oi_2	0.21
[layer usage]
metal	up-vias	routed length, um	part of all wire	GRT usage
met4	0	71	0.029	0.02889
met3	8	116	0.047	0.02044
met2	31	1103	0.44	0.1656
li1	506	-	-	-
met1	483	1189	0.48	0.1759
met5	-	0	0	0
No activity file was given, so power comes from the tool's default toggle rates.
