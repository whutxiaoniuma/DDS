### flow/run.sh
#!/bin/bash
# OpenROAD 26Q1-2900-gdf79404cd8, Yosys 0.63+post, stock flow scripts
make -C /OpenROAD-flow-scripts/flow DESIGN_CONFIG=/design/flow/config.mk WORK_HOME=/design/flow/orfs finish
### flow/design.v
`timescale  1ns/1ns
module  key_filter
#(
    parameter CNT_MAX = 20'd999_999  
)
(
    input   wire    sys_clk     ,    
    input   wire    sys_rst_n   ,    
    input   wire    key_in      ,    
    output  reg     key_flag         
);
reg     [19:0]  cnt_20ms    ;    
always@(posedge sys_clk or negedge sys_rst_n)
    if(sys_rst_n == 1'b0)
        cnt_20ms <= 20'b0;
    else    if(key_in == 1'b1)
        cnt_20ms <= 20'b0;
    else    if(cnt_20ms == CNT_MAX && key_in == 1'b0)
        cnt_20ms <= cnt_20ms;
    else
        cnt_20ms <= cnt_20ms + 1'b1;
always@(posedge sys_clk or negedge sys_rst_n)
    if(sys_rst_n == 1'b0)
        key_flag <= 1'b0;
    else    if(cnt_20ms == CNT_MAX - 1'b1)
        key_flag <= 1'b1;
    else
        key_flag <= 1'b0;
endmodule
module wave_set(
	input				sys_clk,
	input				sys_rst_n	,
	input				key0_in	,
	output	reg	[1:0]	wave_c		 
	);
	wire	key_flag	;
	key_filter key_filter_inst(
         .sys_clk    (sys_clk),
         .sys_rst_n  (sys_rst_n),
         .key_in     (key0_in),
         .key_flag   (key_flag)
		);
	always @(posedge sys_clk or negedge sys_rst_n) begin
		if (!sys_rst_n) begin
			wave_c <= 0;  
		end
		else if (key_flag) begin
			wave_c <= wave_c + 1'b1;
		end
	end
endmodule
### flow/config.mk
export PLATFORM = sky130hd
export DESIGN_NAME = wave_set
export DESIGN_NICKNAME = wave_set
export VERILOG_FILES = /design/flow/design.v
export SDC_FILE = /design/flow/constraint.sdc
export NUM_CORES = 4
export LEC_CHECK = 1
export CORE_AREA = 10 10 87 87
export DIE_AREA = 0 0 97 97
### flow/constraint.sdc
current_design wave_set

set clk_period 3.1
set clk_io_pct 0.2

create_clock -name clk0 -period $clk_period [get_ports {sys_clk}]

set non_clock_inputs [all_inputs -no_clocks]
set_input_delay [expr $clk_period * $clk_io_pct] -clock clk0 $non_clock_inputs
set_output_delay [expr $clk_period * $clk_io_pct] -clock clk0 [all_outputs]
==> run_results.csv <==
group,metric,value,unit
layout,layout_top_cell,"sky130_fd_sc_hd__dfrtp_1",
die,fp-utilization,21.8,%
timing,finalCriticalPeriod,2.16,ns
drt,via_per_inst,4.44,
synthesis,synth.top_cells.by_area,"sky130_fd_sc_hd__dfrtp_1 (47%), sky130_fd_sc_hd__xnor2_1 (5.0%), sky130_fd_sc_hd__nor2_1 (4.6%)",
synthesis,enable_flop_cells,0,
synthesis,synth_top_cell_by_area,"sky130_fd_sc_hd__dfrtp_1",
synthesis,netlist-cell-type-count,34,
grt,antenna_found_initial,0,
critical_path,timing.rr.start,"key_filter_inst.cnt_20ms[10]",
flow_run,openroad.warnings,26,
die,design.core.area,0.00564,sq mm
clocking,htree_num_levels,1,
critical_path,reg2reg_to,"key_filter_inst.cnt_20ms[0]",
power,share_of_total_power_in_the_clock_network,35.5,%
clocking,clk_pin_slew_worst_paths,0.08,ns
timing,maxClockFrequency,0.462,GHz
clocking,cts_sinks,23,
grt,global_route.overflow_total,0,
timing,max_slew.worst_pin.slew,0.662,ns
power,cellInternalPower,401,uW
layout,post-route-cell-area,0.00141,sq mm
clocking,tritoncts_clock_tree,"done",
min_path,worst_hold_startpoint,"key_filter_inst.key_flag",
critical_path,worst-path-max-fanout,10,
drt,insertedDiodeCount,0,
placed_design,dpl_cell_area,0.00136,sq mm
critical_path,timing.critical_path.buf_inv,0,
die,io-pin-count,5,
timing,max_slew_headroom,55.4,%
synthesis,postSynthRegisterBits,23,
clocking,insertion_delay,0.26,ns
grt,grt_start_max_net_pins,24,
timing,fin_skew,0.00658,ns
drt,avgRoutedWirePerCell,11.3,microns
synthesis,synth-seq-area-share,46.8,%
timing,final.setup.tns,0,ns
clocking,cts_post_setup_buffers_inserted,0,
drt,finalWirelength,2.30,mm
clocking,cts-resized-gates,0,
placed_design,placed_cells_incl_taps,199,
min_path,min_path_type,"flip-flop to flip-flop",
synthesis,ys_cells,124,
timing,layout_worst_path_cycle_share,69.8,%
clocking,ctsHoldBuffers,0,
die,width_of_the_die,97,microns
synthesis,ys.warnings.count,2,
critical_path,worst_r2r_path_depth,4,
layout,fraction_of_layout_cells_with_a_size_suffix_above_1,10.7,%
synthesis,synth_top_area_share,46.8,%
synthesis,post_synth_inst_count,124,
critical_path,series_of_cell_instances_along_the_critical_path,"or4_4, nor4_4, and2b_4, mux2_4",
layout,lay_top_cells,"sky130_fd_sc_hd__dfrtp_1 (23), sky130_fd_sc_hd__nor2_1 (15), sky130_fd_sc_hd__nand2_1 (8), sky130_fd_sc_hd__a21oi_1 (8), sky130_fd_sc_hd__xnor2_1 (7)",
critical_path,worstPathArrival,2.32,ns
die,fp.dieH,97,microns
drt,antenna_violating_nets_post_route,0,
timing,grt_setup_unrepaired,"false",
synthesis,syn-cell-area,0.00123,sq mm
drt,routed_via_count,902,
min_path,min_path_cells,1,
synthesis,yosys-stat-area,0.00123,sq mm
power,pwr-share-seq,60.1,%
placed_design,place.gp.congestion,0.795,
clocking,cts_max_path_buffers,2,
power,static_leak,0.533,nW
clocking,tritoncts.num_buffers,3,
critical_path,critical_path.top_delay_family,"simple AND/OR/NAND/NOR gates",
grt,grt_first_pass_wirelength,4.18,mm
die,design.die.area,0.00941,sq mm
clocking,root_buffer,"sky130_fd_sc_hd__clkbuf_8",
timing,report.final.hold_viol_count,0,
drt,drt_first_pass_iters,4,
synthesis,async_reset_ff_share,100,%
grt,number_of_global_route_vias_before_repair,855,
placed_design,place.port_buffers,4,
timing,setup_violations,0,
layout,final-instance-count-excl-fill,203,
critical_path,setup.worst_path.start_class,"flip-flop",
critical_path,critical_path_required,3.25,ns
critical_path,register_to_register_setup_slack,0.94,ns
drt,drt_drc_violations_left,0,
grt,grt_util_all_layers,5.09,%
critical_path,crit_path_end_kind,"flip-flop",
drt,drtIter0Drc,44,
critical_path,timing.critical_path.slowest_stage_cell,"sky130_fd_sc_hd__or4_4",
die,placement_rows,27,
synthesis,ff_type,"sky130_fd_sc_hd__dfrtp_1",
power,switching_power,111,uW
power,power_frac_comb,4.4,%
status,run_status,"completed",
power,powerDensity,363,mW/mm^2
synthesis,synth.avg_cell_area,9.91,sq um
min_path,hold_end,"wave_c[0]",
critical_path,slowest_delay,0.55,ns
power,sw_frac_of_total,21.6,%
power,ir_drop,0.213,mV
timing,maxSlewViolCount,0,
flow_run,max-cap-violations,0,
placed_design,dp.final_hpwl,1.58,mm
critical_path,path_class,"flip-flop to flip-flop",
layout,syn2layout_area_growth,14.7,%
==> flip-flops by register name, summed over array words and instances (netlist names) <==
register                  count
wave_c                        2
key_filter_inst.cnt_20ms     20
key_filter_inst.key_flag      1
==> cells in the mapped netlist (3+ instances only) <==
cell type and count:
sky130_fd_sc_hd__nand3_1 6, sky130_fd_sc_hd__o31ai_1 3, sky130_fd_sc_hd__nor3_1 3, sky130_fd_sc_hd__nand2_1 8, sky130_fd_sc_hd__xor2_1 3, sky130_fd_sc_hd__xnor2_1 7, sky130_fd_sc_hd__dfrtp_1 23, sky130_fd_sc_hd__nor4_1 6
sky130_fd_sc_hd__nor2_1 15, sky130_fd_sc_hd__a21oi_1 8, sky130_fd_sc_hd__o21ai_0 3, sky130_fd_sc_hd__or4_1 3, sky130_fd_sc_hd__or3_1 3, sky130_fd_sc_hd__clkbuf_1 3, sky130_fd_sc_hd__inv_1 4, sky130_fd_sc_hd__nand4_1 4
==> power by group through the flow <==
stage	registers, mW	clock network (mW)	logic (mW)
after global routing	0.309	0.204	0.0262
after CTS	0.307	0.193	0.0238
final	0.307	0.181	0.0226
==> metal layers <==
layer / part of all wire, % / up-vias / wire length, microns / GRT usage (%)
li1: - / 471 / - / -
met1: 56 / 420 / 1290 / 8.06
met2: 39 / 9 / 906 / 6.80
met3: 3.5 / 2 / 81 / 1.50
met4: 0.78 / 0 / 18 / 0.338
met5: 0 / - / 0 / 0
==> metrics by stage <==
step / hold WS [ns] / worst slack (ns) / utilization (%) / total power, mW
final: 0.466 / 0.936 / 25.0 / 0.512
after global routing: 0.482 / 0.804 / 25.0 / 0.539
after CTS: 0.467 / 0.938 / 25.0 / 0.524
after detailed placement: 0.452 / 0.946 / 24.2 / 0.337
after global placement: 0.449 / 0.966 / 24.2 / 0.337
after floorplan: 0.324 / 1.10 / - / 0.323
==> cell type report <==
class	count	area [sq um]
clock buffer	3	41.3
clock inverter	1	5.00
fill	598	4230
inverter	4	15.0
multi-input combinational	94	627
sequential	23	576
tap	72	90.1
timing repair buffer	6	55.1
==> how the worst max path moves through the flow <==
stage	startpoint	endpoint	slack [ns]	cells past startpoint
CTS	key_filter_inst.cnt_20ms[10]	key_filter_inst.cnt_20ms[0]	0.94	4
global route	key_filter_inst.cnt_20ms[10]	key_filter_inst.cnt_20ms[0]	0.80	4
finish	key_filter_inst.cnt_20ms[10]	key_filter_inst.cnt_20ms[0]	0.94	4
==> cells by family after synthesis <==
logic type	synth area share (%)
and+or+nand+nor	31.1
DFF	46.8
AOI/OAI and AO/OA	9.57
xor gates and xnor gates	7.13
buffers and inverters	2.14
adders and majority gates	2.04
muxes	1.22
Power figures rest on the tool's default switching activity, not on a simulated workload.
