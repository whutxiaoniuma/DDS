`flow/design.v`:
```
module F_word_set(           
	input				sys_clk,
	input				sys_rst_n	,
	input        [2:0]    key1_in	,
	output	reg	[16:0]	f_word	
	);
	wire		key_flag	;
	reg	[3:0]	cnt			;
    key_filter key_filter_inst(
    .sys_clk  (sys_clk),
    .sys_rst_n(sys_rst_n),
    .key_in   (key1_in),
    .key_flag (key_flag)
    );
	always@(posedge sys_clk or negedge sys_rst_n) begin
        if(!sys_rst_n) begin
			cnt <= 4'd0;
            end
		else if (key_flag) begin
			if (cnt==4'd9) begin
				cnt <= 4'd0;
			end
			else begin
				cnt <= cnt + 1'b1;
			end
		end
	end
	always @(posedge sys_clk or negedge sys_rst_n) begin
		if (!sys_rst_n) begin
			f_word <= 0;
		end
		else begin
			case(cnt)
				4'd0:f_word = 17'd8590 ;
				4'd1:f_word = 17'd17180;
				4'd2:f_word = 17'd25770;
				4'd3:f_word = 17'd34360;
				4'd4:f_word = 17'd42950;
				4'd5:f_word = 17'd51540;
				4'd6:f_word = 17'd60130;
				4'd7:f_word = 17'd68720;
				4'd8:f_word = 17'd77310;
				4'd9:f_word = 17'd85900;
				default:;
			endcase
		end
	end
endmodule
`timescale  1ns/1ns
module  key_filter
#(
    parameter CNT_MAX = 20'd999_999  
)
(
    input   wire    sys_clk     ,    
    input   wire    sys_rst_n   ,    
    input   wire    key_in      ,    
    output  reg     key_flag         
);
reg     [19:0]  cnt_20ms    ;    
always@(posedge sys_clk or negedge sys_rst_n)
    if(sys_rst_n == 1'b0)
        cnt_20ms <= 20'b0;
    else    if(key_in == 1'b1)
        cnt_20ms <= 20'b0;
    else    if(cnt_20ms == CNT_MAX && key_in == 1'b0)
        cnt_20ms <= cnt_20ms;
    else
        cnt_20ms <= cnt_20ms + 1'b1;
always@(posedge sys_clk or negedge sys_rst_n)
    if(sys_rst_n == 1'b0)
        key_flag <= 1'b0;
    else    if(cnt_20ms == CNT_MAX - 1'b1)
        key_flag <= 1'b1;
    else
        key_flag <= 1'b0;
endmodule
```
`flow/constraint.sdc`:
```
current_design F_word_set

set clk_period 2.6
set clk_io_pct 0.2

create_clock -name clk0 -period $clk_period [get_ports {sys_clk}]

set non_clock_inputs [all_inputs -no_clocks]
set_input_delay [expr $clk_period * $clk_io_pct] -clock clk0 $non_clock_inputs
set_output_delay [expr $clk_period * $clk_io_pct] -clock clk0 [all_outputs]
```
`flow/config.mk`:
```
export PLATFORM = sky130hd
export DESIGN_NAME = F_word_set
export DESIGN_NICKNAME = F_word_set
export VERILOG_FILES = /design/flow/design.v
export SDC_FILE = /design/flow/constraint.sdc
export NUM_CORES = 4
export LEC_CHECK = 1
export CORE_UTILIZATION = 30
```
`flow/run.sh`:
```
#!/bin/bash
# OpenROAD 26Q1-2900-gdf79404cd8, Yosys 0.63+post, stock flow scripts
make -C /OpenROAD-flow-scripts/flow DESIGN_CONFIG=/design/flow/config.mk WORK_HOME=/design/flow/orfs finish
```
==> ci_impl_report.md <==
## Implementation flow summary

| Metric | Value |
|---|---|
| Status | `finished, final reports clean` |
| Die area | `6670 sq um` |
| Synth Cell Area | `1900 sq um` |
| Vias in the first global route | `1404` |
| Kind of critical path | `flip-flop to flip-flop` |
| Register share after synthesis | `0.500` |
| RR Startpoint | `key_filter_inst.cnt_20ms[7]` |
| Largest net degree at the start of global routing | `27` |
| Final Hold Vio Count | `0` |
| Hold buffer count at CTS | `0` |
| Pre-CTS WS | `0.589 ns` |
| Dominant logic cell type in the layout | `dfrtp_1` |
| Clk ins delay skew pair | `0.28 ns` |
| Hold Path Class | `primary input to asynchronous set/reset pin` |
| Final non-filler cell total | `approximately 290` |
| YS warnings | `3` |
| Placer Congestion | `0.813` |
| 1st-iter DRT viols | `58` |
| Syn avg cell area | `9.76 sq um` |
| Period minus WS final | `2.04 ns` |
| Mapped Cells | `195` |
| Postcts setup bufs | `0` |
| Post-DP HPWL | `2.45 mm` |
| Max Cap Viol | `0` |
| Yosys Chip Area | `1900 sq um` |
| Total number of vias | `1455` |
| WL/cell | `12.5 microns` |
| Die height | `81.6 microns` |
| Synth cell types | `43` |
| Worst-margin pin slew | `0.600 ns` |
| # rows | `28` |
| Cell total after placement | `278` |
| Core ar. | `6030 sq um` |
| First-pass GRT wire length | `6.35 mm` |
| Initial antenna violation count | `0` |
| Clock sink total | `38` |
| Setup crit end kind | `flip-flop` |
| Ys async rst share | `1.00` |
| CTS clock-pin slew for the worst setup and hold paths | `0.07 ns` |
| # setup viols final | `0` |
| Register-to-register setup slack | `0.56 ns` |
| Worst EP required | `2.77 ns` |
| Layout cells sized above 1 | `0.0810` |
| Core Util at FP | `0.316` |
| Reg2reg end | `key_filter_inst.cnt_20ms[0]` |
| H-tree depth | `2` |
| Final wirelength | `3.58 mm` |
| Post-Route Utilization | `0.365` |
| Clock buffer depth | `2` |
| Final Max Tran Viols | `0` |
| Top cells excl fill/tap | `38 x dfrtp_1, 22 x a21oi_1, 17 x nor2_1` |
| Yosys reg bits | `38` |
| Final Skew | `0.00257 ns` |
| First-pass detailed-route iteration total | `4` |
| P&R area growth vs syn | `15.7%` |
| CTS tree | `done` |
| LEAKAGE | `0.000923 uW` |
| I/O pins | `22` |
| Critical path launch point type | `flip-flop` |
| Crit path DAT | `around 2.2 ns` |
| CTS Buf Count | `5` |
| Post-synth EDFFs | `0` |
| Root Driver | `clkbuf_8` |
| Peak Freq | `roughly 0.49 GHz` |
| Crit Path Max Fanout | `6` |
| # DRC | `0` |
| Gr ovfl total | `0` |
| Final period utilization | `0.785` |
| # Cells Yosys | `slightly below 200` |
| Gr usage total | `0.122` |
| Worst rel slew slack | `0.600` |
| Tool Warnings | `28` |
| Die span in x | `81.6 microns` |
| Setup slack after layout | `0.559 ns` |
| Setup_tns | `0 ns` |
| Post_cts resized | `0` |
| Reg2reg path depth | `4` |
| P per Cell Area | `about 460 nW/um^2` |
| IO buf count | `17` |
| Dominant flop cell | `dfrtp_1` |
| RSZ-0062 raised after global routing | `no` |
| Routed vias/inst | `between 5 and 6` |
| DRT antenna net count | `0` |
| Antenna cells | `0` |
| FILL cells | `roughly 600` |
| Max VDD drop | `roughly 0.00032 V` |
## through the flow
stage          cell area, sq um  hold WS [ns]  total power (uW)
6_report                   2200         0.236              1010
5_1_grt                    2200         0.268              1050
4_1_cts                    2200         0.250              1030
3_5_place_dp               2130         0.473               648
3_3_place_gp               2130         0.473               648
2_1_floorplan              1910         0.224               627
## worst max-delay path: stages (launching register included)
cell and delay (ns):
dfrtp_1 0.43, or4b_4 0.55, nor4_4 0.45, nand3_4 0.17, mux2_4 0.33
## kinds of logic after synthesis
| logic type | count (synthesis) | synth area share |
|---|---|---|
| buf+inv | 18 | 0.0447 |
| fa+ha+maj | 2 | 0.0131 |
| flops | 38 | 0.500 |
| mux | 1 | 0.00789 |
| compound gates | 52 | 0.161 |
| xor+xnor | 9 | 0.0414 |
| other cells | 1 | 0.00197 |
| simple gates | 74 | 0.230 |
## how the worst max path moves through the flow
stage                                from                          end  slack [ns]
CTS           key_filter_inst.cnt_20ms[8]  key_filter_inst.cnt_20ms[0]        0.57
global route  key_filter_inst.cnt_20ms[8]  key_filter_inst.cnt_20ms[0]        0.45
finish        key_filter_inst.cnt_20ms[7]  key_filter_inst.cnt_20ms[0]        0.56
## synth_stat cells, types with 2 or more instances
library cell	number	area [sq um]
a211oi_1	2	15.0
a21o_1	3	22.5
a21oi_1	22	110
a31oi_1	4	25.0
and2_1	4	25.0
and3_1	4	25.0
and4_1	3	26.3
buf_2	2	10.0
buf_4	4	30.0
clkbuf_1	7	26.3
dfrtp_1	38	951
ha_1	2	25.0
inv_1	4	15.0
nand2_1	11	41.3
nand2b_1	3	18.8
nand3_1	6	30.0
nand4_1	7	43.8
nand4b_1	2	17.5
nor2_1	17	63.8
nor3_1	4	20.0
o21ai_0	14	70.1
or3_1	4	25.0
xnor2_1	4	35.0
xor2_1	5	43.8
## power by group
group,internal (uW),switching (uW)
sequential,595,5.82
combinational,10.9,24.5
clock,185,188
total,790,219
## layer usage
metal | track usage | up-vias | routed length [microns]
li1 | - | 731 | -
met1 | 0.192 | 692 | 1890
met2 | 0.180 | 27 | 1530
met3 | 0.0293 | 5 | 128
met4 | 0.0158 | 0 | 29
met5 | 0 | - | 0
## state kept, by name, indices dropped and copies added, names as in the netlist
signal,count
key_filter_inst.cnt_20ms,20
f_word,13
cnt,4
key_filter_inst.key_flag,1
## final cells by class
class                           instances  area [sq um]  share of cell area
Inverter                                4          15.0             0.00682
Multi-Input combinational cell        140           871               0.395
Tap cell                               75          93.8              0.0426
Timing Repair Buffer                   21           195              0.0886
Sequential cell                        38           951               0.432
Clock buffer                            7          76.3              0.0347
Power and IR drop assume default switching activity.
